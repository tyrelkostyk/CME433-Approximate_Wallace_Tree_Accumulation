==> design.v <==
module array_level_one(A, B, S, C);
input [1:0] A;
input [7:0] B;
output [7:0] S;
output C;
wire [6:0] x;
wire [7:0] y;
wire [6:0] c;
assign x[0] = A[0] & B[1];
assign y[0] = A[1] & B[0];
one_bit_half_adder ha1(.A(x[0]), .B(y[0]), .S(S[0]), .C(c[0]));
assign x[1] = A[0] & B[2];
assign y[1] = A[1] & B[1];
one_bit_full_adder fa1(.A(x[1]), .B(y[1]), .Cin(c[0]), .S(S[1]), .Cout(c[1]));
assign x[2] = A[0] & B[3];
assign y[2] = A[1] & B[2];
one_bit_full_adder fa2(.A(x[2]), .B(y[2]), .Cin(c[1]), .S(S[2]), .Cout(c[2]));
assign x[3] = A[0] & B[4];
assign y[3] = A[1] & B[3];
one_bit_full_adder fa3(.A(x[3]), .B(y[3]), .Cin(c[2]), .S(S[3]), .Cout(c[3]));
assign x[4] = A[0] & B[5];
assign y[4] = A[1] & B[4];
one_bit_full_adder fa4(.A(x[4]), .B(y[4]), .Cin(c[3]), .S(S[4]), .Cout(c[4]));
assign x[5] = A[0] & B[6];
assign y[5] = A[1] & B[5];
one_bit_full_adder fa5(.A(x[5]), .B(y[5]), .Cin(c[4]), .S(S[5]), .Cout(c[5]));
assign x[6] = A[0] & B[7];
assign y[6] = A[1] & B[6];
one_bit_full_adder fa6(.A(x[6]), .B(y[6]), .Cin(c[5]), .S(S[6]), .Cout(c[6]));
assign y[7] = A[1] & B[7];
one_bit_half_adder ha2(.A(c[6]), .B(y[7]), .S(S[7]), .C(C));
endmodule
module array_levels(A, B, Sin, Cin, S, C);
input A, Cin;
input [7:0] B;
input [6:0] Sin;
output [7:0] S;
output C;
wire [7:0] x;
wire [6:0] c;
assign x[0] = A & B[0];
one_bit_half_adder ha1(.A(x[0]), .B(Sin[0]), .S(S[0]), .C(c[0]));
assign x[1] = A & B[1];
one_bit_full_adder fa1(.A(x[1]), .B(Sin[1]), .Cin(c[0]), .S(S[1]), .Cout(c[1]));
assign x[2] = A & B[2];
one_bit_full_adder fa2(.A(x[2]), .B(Sin[2]), .Cin(c[1]), .S(S[2]), .Cout(c[2]));
assign x[3] = A & B[3];
one_bit_full_adder fa3(.A(x[3]), .B(Sin[3]), .Cin(c[2]), .S(S[3]), .Cout(c[3]));
assign x[4] = A & B[4];
one_bit_full_adder fa4(.A(x[4]), .B(Sin[4]), .Cin(c[3]), .S(S[4]), .Cout(c[4]));
assign x[5] = A & B[5];
one_bit_full_adder fa5(.A(x[5]), .B(Sin[5]), .Cin(c[4]), .S(S[5]), .Cout(c[5]));
assign x[6] = A & B[6];
one_bit_full_adder fa6(.A(x[6]), .B(Sin[6]), .Cin(c[5]), .S(S[6]), .Cout(c[6]));
assign x[7] = A & B[7];
one_bit_full_adder a7(.A(x[7]), .B(Cin), .Cin(c[6]), .S(S[7]), .Cout(C));
endmodule
module eight_bit_array_multiplier(A, B, S);
input [7:0] A, B;
output [15:0] S;
wire [7:0] s1, s2, s3, s4, s5, s6, s7;
wire [6:0] c;
assign S[0] = A & B;
array_level_one lvl_1(.A(A[1:0]), .B(B), .S(s1), .C(c[0]));
assign S[1] = s1[0];
array_levels lvl_2(.A(A[2]), .B(B), .Sin(s1[7:1]), .Cin(c[0]), .S(s2), .C(c[1]));
assign S[2] = s2[0];
array_levels lvl_3(.A(A[3]), .B(B), .Sin(s2[7:1]), .Cin(c[1]), .S(s3), .C(c[2]));
assign S[3] = s3[0];
array_levels lvl_4(.A(A[4]), .B(B), .Sin(s3[7:1]), .Cin(c[2]), .S(s4), .C(c[3]));
assign S[4] = s4[0];
array_levels lvl_5(.A(A[5]), .B(B), .Sin(s4[7:1]), .Cin(c[3]), .S(s5), .C(c[4]));
assign S[5] = s5[0];
array_levels lvl_6(.A(A[6]), .B(B), .Sin(s5[7:1]), .Cin(c[4]), .S(s6), .C(c[5]));
assign S[6] = s6[0];
array_levels lvl_7(.A(A[7]), .B(B), .Sin(s6[7:1]), .Cin(c[5]), .S(s7), .C(c[6]));
assign S[7] = s7[0];
assign S[8] = s7[1];
assign S[9] = s7[2];
assign S[10] = s7[3];
assign S[11] = s7[4];
assign S[12] = s7[5];
assign S[13] = s7[6];
assign S[14] = s7[7];
assign S[15] = c[6];
endmodule
module one_bit_full_adder(A, B, Cin, S, Cout);
 input A, B, Cin;
 output S, Cout;
 assign S = Cin ^ (A ^ B);
 assign Cout = (Cin & (A ^ B)) || (A & B);
endmodule
module one_bit_half_adder(A, B, S, C);
input A, B;
output S, C;
assign S = A ^ B;
assign C = A & B;
endmodule
==> run.sh <==
#!/bin/bash
# OpenROAD 26Q1-2900-gdf79404cd8, Yosys 0.63+post, stock flow scripts
make -C /OpenROAD-flow-scripts/flow DESIGN_CONFIG=/design/flow/config.mk WORK_HOME=/design/flow/orfs finish
==> config.mk <==
export PLATFORM = sky130hd
export DESIGN_NAME = eight_bit_array_multiplier
export DESIGN_NICKNAME = eight_bit_array_multiplier
export VERILOG_FILES = /design/flow/design.v
export SDC_FILE = /design/flow/constraint.sdc
export NUM_CORES = 4
export LEC_CHECK = 1
export CORE_UTILIZATION = 30
==> constraint.sdc <==
current_design eight_bit_array_multiplier

set clk_period 17.2
set clk_io_pct 0.2

create_clock -name clk0 -period $clk_period

set non_clock_inputs [all_inputs -no_clocks]
set_input_delay [expr $clk_period * $clk_io_pct] -clock clk0 $non_clock_inputs
set_output_delay [expr $clk_period * $clk_io_pct] -clock clk0 [all_outputs]
==> reports/qor.txt <==
Tool Warnings -> 32
endpoint type of the worst setup path -> primary output
final hold violation count -> 0
worst vdd ir -> 89.2 uV
Core Footprint -> 5240 um^2
Post-DP HPWL -> 2210 um
# setup viols final -> 0
post-DR vias/cell -> 4.05
Antenna Nets Post-Route -> 0
worst hold path class -> input pin to primary output
initial DRC count -> 8
Die X -> 76.6 um
fin crit period -> 16.78 ns
dominant cell type by area after synthesis -> fa_1
Critical Path RT -> 13.76 ns
Mapped Area -> 1670 um^2
fin. max-slew vios -> 0
Sequential Area -> 0 um^2
number of fill cells in the layout -> 522
post-synth top area share -> 57.5%
crit-path max FO -> 3
post-layout period usage of the worst path -> 97.6%
I/O Buffers -> 32
Pleak -> 0.963 nW
hold_buf cts -> 0
Tot Pwr -> 0.313 mW
status -> complete, no violations
cell count listed in synth_stat.txt -> 171
registers -> 0
most used cell, CP -> fa_1
layout clock buffer count -> 0
Post-synth seq share -> 0%
CP max stage delay -> 0.59 ns
first-pass GRT wire length -> 5160 um
Ports -> 32
Multi-input gate area -> 1440 um^2
Netlist cell types -> 6
RSZ-0062 raised after global routing -> false
area of the die -> 5870 um^2
Mean Syn Cell Area -> 9.78 um^2
top cells, area -> fa_1, and2_1, inv_1, buf_4, ha_1
Post-Synthesis Cells -> 171
CP max-delay cell -> fa_2
hold path start -> B[2]
pwr/cell area -> 156 nW/um^2
Routed WL per cell -> 8.79 um
initial antenna violation count -> 0
CP startpoint -> B[1]
startpoint types -> input pin
placer congestion estimate -> 0.737
yosys stat area -> 1670 um^2
critical setup path kind -> input pin to primary output
Post-Route WL -> 2290 um
Die Y-Extent -> 76.6 um
Crit path max-delay family -> adder cells
row cnt -> 26
# diodes -> 0
synthesis-to-finish area growth -> 20.1%
crit path buf inv count -> 4
setup bufs post-CTS -> 0
Floorplan Utilization -> 31.9%
Worst-Margin Slew -> 0.292 ns
grt total ovfl -> 0
Arr. time, crit path -> 13.34 ns
vias in the first global route -> 1262
DRT Pass-1 Iters -> 2
layout cells sized above 1 -> 4.19%
Total GRT Usage -> 10.7%
DRC errors left -> 0
DR vias -> 1056
highest clock rate -> 59.6 MHz
max_cap viols -> 0
Slew headroom -> 80.5%
setup TNS -> 0 ns
largest net degree at the start of global routing -> 9
Synthesis Warnings -> 0
final cells by class:
| cell class | count | share of cell area [%] |
|---|---|---|
| Multi-Input combinational cell | 120 | 71.6 |
| Inverter | 36 | 6.73 |
| Tap cell | 70 | 4.36 |
| Timing Repair Buffer | 35 | 17.3 |
worst paths after layout:
check	end	depth (start not counted)
worst max-delay path	S[14]	25
worst min-delay path	S[9]	5
synthesized netlist by cell type:
cell type / number
and2_1: 49
buf_4: 15
fa_1: 48
ha_1: 8
inv_1: 36
nand2_1: 15
placed cells by master (no fill, tap or decap):
| master | count |
|---|---|
| fa_2 | 5 |
| clkdlybuf4s50_1 | 30 |
| nand2_1 | 15 |
| buf_4 | 3 |
| fa_1 | 43 |
| and2_1 | 49 |
| dlymetal6s2s_1 | 2 |
| inv_1 | 36 |
| ha_1 | 8 |
through the flow:
step                utilization [%]  setup WS (ns)  std cells  area, um^2  hold slack (ns)
floorplan                         -           1.26        171        1670             6.95
global placement               38.0          0.242        261        1990             8.00
detailed placement             38.0          0.206        261        1990             8.01
CTS                            38.0          0.209        261        1990             8.01
global route                   38.3        0.00332        261        2010             7.86
finish                         38.3          0.421        261        2010             7.76
logic make-up (layout without fill, tap and decap cells):
logic type               after synthesis  in the layout  synth area share, %
adder cells (fa/ha/maj)               56             56                 63.5
AND/OR/NAND/NOR                       64             64                 21.7
buffers and inverters                 51             71                 14.8
power by group:
part / total (mW) / internal [mW] / switching, mW
logic: 0.313 / 0.197 / 0.116
clock network: 0 / 0 / 0
registers: 0 / 0 / 0
layer usage:
layer	up-vias	share of wire [%]	track usage (%)	routed length, um
met3	0	2.7	1.46	63
met5	-	0	0	0
met1	528	44	15.0	1000
met2	17	53	19.5	1230
met4	0	0	0	0
li1	511	-	-	-
timing repair:
action | in CTS | in global routing
resized | 0 | 7
hold endpoints to repair | 0 | 0
endpoints found under the setup margin | 0 | 2
Power and IR drop assume default switching activity.
