[/design/flow/config.mk]
export PLATFORM = sky130hd
export DESIGN_NAME = eight_bit_array_multiplier_top
export DESIGN_NICKNAME = eight_bit_array_multiplier_top
export VERILOG_FILES = /design/flow/design.v
export SDC_FILE = /design/flow/constraint.sdc
export NUM_CORES = 4
export LEC_CHECK = 1
export CORE_UTILIZATION = 40
[/design/flow/constraint.sdc]
current_design eight_bit_array_multiplier_top

set clk_period 11.2
set clk_io_pct 0.2

create_clock -name clk0 -period $clk_period [get_ports {clk}]

set non_clock_inputs [all_inputs -no_clocks]
set_input_delay [expr $clk_period * $clk_io_pct] -clock clk0 $non_clock_inputs
set_output_delay [expr $clk_period * $clk_io_pct] -clock clk0 [all_outputs]
[/design/flow/design.v]
module array_level_one(A, B, S, C);
input [1:0] A;
input [7:0] B;
output [7:0] S;
output C;
wire [6:0] x;
wire [7:0] y;
wire [6:0] c;
assign x[0] = A[0] & B[1];
assign y[0] = A[1] & B[0];
one_bit_half_adder ha1(.A(x[0]), .B(y[0]), .S(S[0]), .C(c[0]));
assign x[1] = A[0] & B[2];
assign y[1] = A[1] & B[1];
one_bit_full_adder fa1(.A(x[1]), .B(y[1]), .Cin(c[0]), .S(S[1]), .Cout(c[1]));
assign x[2] = A[0] & B[3];
assign y[2] = A[1] & B[2];
one_bit_full_adder fa2(.A(x[2]), .B(y[2]), .Cin(c[1]), .S(S[2]), .Cout(c[2]));
assign x[3] = A[0] & B[4];
assign y[3] = A[1] & B[3];
one_bit_full_adder fa3(.A(x[3]), .B(y[3]), .Cin(c[2]), .S(S[3]), .Cout(c[3]));
assign x[4] = A[0] & B[5];
assign y[4] = A[1] & B[4];
one_bit_full_adder fa4(.A(x[4]), .B(y[4]), .Cin(c[3]), .S(S[4]), .Cout(c[4]));
assign x[5] = A[0] & B[6];
assign y[5] = A[1] & B[5];
one_bit_full_adder fa5(.A(x[5]), .B(y[5]), .Cin(c[4]), .S(S[5]), .Cout(c[5]));
assign x[6] = A[0] & B[7];
assign y[6] = A[1] & B[6];
one_bit_full_adder fa6(.A(x[6]), .B(y[6]), .Cin(c[5]), .S(S[6]), .Cout(c[6]));
assign y[7] = A[1] & B[7];
one_bit_half_adder ha2(.A(c[6]), .B(y[7]), .S(S[7]), .C(C));
endmodule
module array_levels(A, B, Sin, Cin, S, C);
input A, Cin;
input [7:0] B;
input [6:0] Sin;
output [7:0] S;
output C;
wire [7:0] x;
wire [6:0] c;
assign x[0] = A & B[0];
one_bit_half_adder ha1(.A(x[0]), .B(Sin[0]), .S(S[0]), .C(c[0]));
assign x[1] = A & B[1];
one_bit_full_adder fa1(.A(x[1]), .B(Sin[1]), .Cin(c[0]), .S(S[1]), .Cout(c[1]));
assign x[2] = A & B[2];
one_bit_full_adder fa2(.A(x[2]), .B(Sin[2]), .Cin(c[1]), .S(S[2]), .Cout(c[2]));
assign x[3] = A & B[3];
one_bit_full_adder fa3(.A(x[3]), .B(Sin[3]), .Cin(c[2]), .S(S[3]), .Cout(c[3]));
assign x[4] = A & B[4];
one_bit_full_adder fa4(.A(x[4]), .B(Sin[4]), .Cin(c[3]), .S(S[4]), .Cout(c[4]));
assign x[5] = A & B[5];
one_bit_full_adder fa5(.A(x[5]), .B(Sin[5]), .Cin(c[4]), .S(S[5]), .Cout(c[5]));
assign x[6] = A & B[6];
one_bit_full_adder fa6(.A(x[6]), .B(Sin[6]), .Cin(c[5]), .S(S[6]), .Cout(c[6]));
assign x[7] = A & B[7];
one_bit_full_adder a7(.A(x[7]), .B(Cin), .Cin(c[6]), .S(S[7]), .Cout(C));
endmodule
module eight_bit_array_multiplier_top(clk, A_in, B_in, S_out);
input clk;
input [7:0] A_in, B_in;
output reg [15:0] S_out;
wire [7:0] s1, s2, s3, s4, s5, s6, s7;
wire [6:0] c;
reg [7:0] A, B;
wire [15:0] S;
always @( posedge clk ) begin
 A = A_in;
 B = B_in;
 S_out = S;
end
assign S[0] = A & B;
array_level_one lvl_1(.A(A[1:0]), .B(B), .S(s1), .C(c[0]));
assign S[1] = s1[0];
array_levels lvl_2(.A(A[2]), .B(B), .Sin(s1[7:1]), .Cin(c[0]), .S(s2), .C(c[1]));
assign S[2] = s2[0];
array_levels lvl_3(.A(A[3]), .B(B), .Sin(s2[7:1]), .Cin(c[1]), .S(s3), .C(c[2]));
assign S[3] = s3[0];
array_levels lvl_4(.A(A[4]), .B(B), .Sin(s3[7:1]), .Cin(c[2]), .S(s4), .C(c[3]));
assign S[4] = s4[0];
array_levels lvl_5(.A(A[5]), .B(B), .Sin(s4[7:1]), .Cin(c[3]), .S(s5), .C(c[4]));
assign S[5] = s5[0];
array_levels lvl_6(.A(A[6]), .B(B), .Sin(s5[7:1]), .Cin(c[4]), .S(s6), .C(c[5]));
assign S[6] = s6[0];
array_levels lvl_7(.A(A[7]), .B(B), .Sin(s6[7:1]), .Cin(c[5]), .S(s7), .C(c[6]));
assign S[7] = s7[0];
assign S[8] = s7[1];
assign S[9] = s7[2];
assign S[10] = s7[3];
assign S[11] = s7[4];
assign S[12] = s7[5];
assign S[13] = s7[6];
assign S[14] = s7[7];
assign S[15] = c[6];
endmodule
module one_bit_full_adder(A, B, Cin, S, Cout);
 input A, B, Cin;
 output S, Cout;
 assign S = Cin ^ (A ^ B);
 assign Cout = (Cin & (A ^ B)) || (A & B);
endmodule
module one_bit_half_adder(A, B, S, C);
input A, B;
output S, C;
assign S = A ^ B;
assign C = A & B;
endmodule
[/design/flow/run.sh]
#!/bin/bash
# OpenROAD 26Q1-2900-gdf79404cd8, Yosys 0.63+post, stock flow scripts
make -C /OpenROAD-flow-scripts/flow DESIGN_CONFIG=/design/flow/config.mk WORK_HOME=/design/flow/orfs finish
==> flow_summary.json <==
{
  "cts.sinks": 32,
  "cp-start-kind": "flip-flop",
  "ios": 33,
  "netlist_area_um2": 2200,
  "yosys_area_um2": 2200,
  "hold_violations": 0,
  "vdd_ir_drop_max_v": 0.00009635,
  "p_leak_uw": 0.001252,
  "diodes": 0,
  "coreArea_um2": 5205,
  "fin_crit_sh_pct": 85.36,
  "antenna_found_initial": 0,
  "top_area_share_pct": 43.69,
  "synth-seq-cells": 32,
  "arrival_ps": 9720,
  "synth.largest_area_cell": "fa_1",
  "firstDrtPassIters": 2,
  "cts_setup_buffers": 0,
  "die_h_um": 76.16,
  "cts_resized": 0,
  "drv_cap": 0,
  "ant_nets": 0,
  "fin_util_pct": 51.83,
  "hpwl_mm": 2.320,
  "numPortBuffers": 32,
  "drt_iter0_markers": 20,
  "cts-htree-levels": 2,
  "p_seq_share_pct": 27.1,
  "grt_pass1_wl_mm": 6.189,
  "min_period_ps": 9561,
  "rsz0062_at_grt": "false",
  "totalWireLength_mm": 2.752,
  "slew_viol_final": 0,
  "cts_made_buffers": 5,
  "cts_tree": "built",
  "p_per_area_nw_per_um2": 221.2,
  "num_rows": 26,
  "grt_max_degree": 10,
  "wl_per_cell_um": 9.235,
  "p_int_uw": 383.2,
  "critPathRequiredTime_ps": 11360,
  "synth-edff-count": 0,
  "area_leaders": "fa_1, dfxtp_1, and2_1",
  "fin_cells": 298,
  "yosysUniqueCellTypes": 6,
  "ys_seq_share_pct": 29.12,
  "fill_cells": 487,
  "clkTransAtPathRegs_ps": 60,
  "top_cells_by_count": "and2_1, fa_1, inv_1",
  "post-synth-top-count-cell": "and2_1",
  "num_vias": 1285,
  "p_sw_uw": 213.6,
  "syn_inst": 188,
  "drc": 0,
  "initCoreUtil_pct": 42.26,
  "vias_per_cell": 4.312,
  "gp_congestion": 0.7525,
  "worstPathMaxFanout": 8,
  "insertion_delay_ps": 280,
  "final_layout_size_suffix_gt1_share_pct": 2.632,
  "holdBufCountCts": 0,
  "critPathLaunch": "A[1]",
  "tns_ps": 0,
  "fmax_mhz": 104.6,
  "pwr-share-clk_pct": 14.9,
  "ys_cells": 188,
  "hold_path.class": "reg2reg",
  "yosysWarningCount": 1,
  "dp_cells": 290,
  "setup-violations-final": 0,
  "power_frac_comb_pct": 58.0,
  "flop_cell": "dfxtp_1",
  "grtUsageTotal_pct": 13.74,
  "syn_avg_cell_area_um2": 11.70,
  "p_sw_share_pct": 35.79,
  "end_kind": "flip-flop",
  "dieWidth_um": 76.16,
  "skew_ps": 2.136,
  "cts_root_buffer": "clkbuf_8",
  "ys_async_sr_fraction_pct": 0,
  "syn2layout_area_growth_pct": 22.64,
  "r2r-start": "A[1]",
  "crit_type": "reg2reg",
  "fin_total_pwr_uw": 596.8,
  "dieArea_um2": 5800,
  "log.warning_count": 25,
  "hold_start": "A[0]",
  "clockBufferDepth": 2,
  "maxSlewHeadroom_pct": 82.44,
  "grt_remaining_overflow": 0,
  "status": "finished, final reports clean",
  "max_slew.worst_pin.slew_ps": 263.0,
  "first_global_vias": 1485
}
-- routing by layer --
| metal | wire length (um) | GRT usage (%) | part of all wire (%) |
|---|---|---|---|
| met5 | 0 | 0 | 0 |
| met3 | 115 | 3.285 | 4.2 |
| met2 | 1372 | 23.27 | 50 |
| met1 | 1212 | 19.75 | 44 |
| met4 | 51 | 1.731 | 1.9 |
-- power groups by stage --
| stage | logic, uW | registers (uW) | clock network [uW] |
|---|---|---|---|
| finish | 346 | 161 | 89.0 |
| CTS | 360 | 162 | 95.0 |
| global route | 442 | 166 | 101 |
-- final cells by class --
class                      count  area [um^2]  share of cell area (%)
multi-input combinational    120         1424                   52.78
timing repair buffer          32        320.3                   11.87
clock buffer                   8        90.09                   3.340
tap                           70        87.58                   3.247
inverter                      36        135.1                   5.009
sequential                    32        640.6                   23.75
-- stage by stage --
| step | cell area (um^2) | hold slack (ps) | setup slack, ps |
|---|---|---|---|
| after floorplan | 2200 | 508.0 | 1833 |
| after global placement | 2608 | 553.3 | 1634 |
| after detailed placement | 2608 | 559.5 | 1585 |
| after CTS | 2698 | 566.3 | 1583 |
| after global routing | 2698 | 622.3 | 1127 |
| final | 2698 | 565.5 | 1639 |
-- cell usage in the layout, fill, tap and decap left out, drive strengths merged --
cell type,instances
and2,49
fa,48
inv,36
dfxtp,32
clkdlybuf4s50,32
nand2,15
ha,8
clkbuf,8
-- path summary, 6_finish.rpt --
| path | end | slack [ps] | cells after the start |
|---|---|---|---|
| worst min register to register | S_out[0] | 570 | 1 |
| worst max register to register | S_out[14] | 1640 | 23 |
| worst max-delay path | S_out[14] | 1640 | 23 |
| worst min-delay path | S_out[0] | 570 | 1 |
-- registers in the layout, summed over array words and instances, names as in the netlist --
signal / cells
A: 8
S_out: 16
B: 8
-- critical path, stage by stage (launching register included) --
cell     delay [ps]
dfxtp_1         380
and2_1          190
ha_1            200
fa_1            370
fa_1            470
fa_1            440
fa_1            470
fa_1            460
fa_1            460
fa_1            570
fa_1            440
fa_1            400
fa_1            460
fa_1            460
fa_1            460
fa_1            510
fa_1            400
fa_1            540
inv_1            50
fa_1            380
fa_1            450
fa_1            430
inv_1            90
fa_1            380
-- kinds of logic after synthesis --
family	share of synthesized area [%]
buf+inv	6.143
flops	29.12
fa+ha+maj	48.24
simple gates	16.50
Power is estimated from default activity; no workload was simulated.
